--- flow/constraint.sdc ---
current_design viterDecode

set clk_period 172.5
set clk_io_pct 0.2

create_clock -name clk0 -period $clk_period [get_ports {clk}]

set non_clock_inputs [all_inputs -no_clocks]
set_input_delay [expr $clk_period * $clk_io_pct] -clock clk0 $non_clock_inputs
set_output_delay [expr $clk_period * $clk_io_pct] -clock clk0 [all_outputs]
--- flow/run.sh ---
#!/bin/bash
# OpenROAD 26Q1-2900-gdf79404cd8, Yosys 0.63+post, stock flow scripts
make -C /OpenROAD-flow-scripts/flow DESIGN_CONFIG=/design/flow/config.mk WORK_HOME=/design/flow/orfs finish
--- flow/config.mk ---
export PLATFORM = sky130hd
export DESIGN_NAME = viterDecode
export DESIGN_NICKNAME = viterDecode
export VERILOG_FILES = /design/flow/design.v
export SDC_FILE = /design/flow/constraint.sdc
export NUM_CORES = 4
export LEC_CHECK = 1
export CORE_UTILIZATION = 40
--- flow/design.v ---
`timescale 1ns / 1ps
module branchMetric(input [1:0]vecBits,
						  input clk,
						  input dataReady,
						  input [3:0]rate,
						  output reg [7:0]metrics,
						  output reg done
    );
		always @(posedge clk)
		begin 
			if (dataReady)
				begin
					if (rate == 4'b1001)
						begin
							metrics[1:0] = (2'b00) ^ {1'b0,vecBits[0]};
							metrics[3:2] = (2'b01) ^ {1'b0,vecBits[0]};
							metrics[5:4] = (2'b10) ^ {1'b1,vecBits[0]};
							metrics[7:6] = (2'b11) ^ {1'b1,vecBits[0]};
						end
					else
						begin
							metrics[1:0] = (2'b00) ^ vecBits;
							metrics[3:2] = (2'b01) ^ vecBits;
							metrics[5:4] = (2'b10) ^ vecBits;
							metrics[7:6] = (2'b11) ^ vecBits;
						end
					done = 1'b1;
				end
			else
				done = 1'b0;
		end
endmodule
`timescale 1ns / 1ps
module minCost( input [447:0]costs,
					 input clk,
					 input dataReady,
					 output [5:0] index,
					 output reg done
    );
	 reg [2:0]counter;
	 wire [5:0] in1[0:31];		 
	 wire [5:0] in2[0:15];		 
	 wire [5:0] in3[0:7];		 
	 wire [5:0] in4[0:3];		 
	 wire [5:0] in5[0:1];		 
	 wire [6:0] value1 [0:31];
	 wire [6:0] value2 [0:15];
	 wire [6:0] value3 [0:7];
	 wire [6:0] value4 [0:3];
	 wire [6:0] value5 [0:1];
	 always @(posedge clk)
		begin
			if (dataReady)
				begin
					counter = counter + 1'b1;
					if (counter == 3'b110)
						done = 1'b1;
				end
			else
				begin
					counter = 0;
					done = 1'b0;
				end
		end
		genvar i;
		generate 
			for (i = 0; i < 32; i = i + 1) begin: comparators_32
				assign in1[i] = costs[(2*(i+1))*7-1:(2*(i+1)-1)*7] > costs[(2*(i+1)-1)*7-1:2*i*7]? 2*(i+1)-1 : 2*i;
				assign value1[i] = costs[(2*(i+1))*7-1:(2*(i+1)-1)*7] > costs[(2*(i+1)-1)*7-1:2*i*7]? costs[(2*(i+1))*7-1:(2*(i+1)-1)*7] : costs[(2*(i+1)-1)*7-1:2*i*7];
			end
			for (i = 0; i < 16; i = i + 1) begin: comparators_16
				assign in2[i] =  value1[(2*i)+1] > value1[2*i] ? in1[(2*i)+1] : in1[2*i];
				assign value2[i] = value1[(2*i)+1] > value1[2*i] ? value1[(2*i)+1] :value1[2*i];
			end
			for (i = 0; i < 8; i = i + 1) begin: comparators_8
				assign in3[i] =  value2[(2*i)+1] > value2[2*i] ? in2[(2*i)+1] : in2[2*i];
				assign value3[i] = value2[(2*i)+1] > value2[2*i] ? value2[(2*i)+1] :value2[2*i];
			end
			for (i = 0; i < 4; i = i + 1) begin: comparators_4
				assign in4[i] =  value3[(2*i)+1] > value3[2*i] ? in3[(2*i)+1] : in3[2*i];
				assign value4[i] = value3[(2*i)+1] > value3[2*i] ? value3[(2*i)+1] :value3[2*i];
			end
			for (i = 0; i < 2; i = i + 1) begin: comparators_2
				assign in5[i] =  value4[(2*i)+1] > value4[2*i] ? in4[(2*i)+1] : in4[2*i];
				assign value5[i] = value4[(2*i)+1] > value4[2*i] ? value4[(2*i)+1] :value4[2*i];
			end
		endgenerate
		assign index = value5[0] > value5[1] ? in5[0] : in5[1];
endmodule
`timescale 1ns / 1ps
module pathDecider(input [7:0] metrics,
						 input clk,
						 input reset,
						 input dataReady,
						 output [63:0]decisions,
						 output [447:0] costs,
						 output reg done
    );
			reg [447:0]pathCost;
			wire [447:0]tempCost;
			assign costs = pathCost;
			always @(posedge clk)
			begin
				if (reset)
					pathCost = 448'd0;
				else
					begin
						if (dataReady)
							begin
									done = 1'b1;
									pathCost = tempCost;
							end
						else
							done = 1'b0;
					end
			end
			genvar i;
			generate 
				for (i = 0; i < 64; i = i + 1) begin : deciders
						stateDecider sd (
							.cost1(pathCost[{1'b1,i[5:1]}*7+6:{1'b1,i[5:1]}*7]), 
							.cost0(pathCost[{1'b0,i[5:1]}*7+6:{1'b0,i[5:1]}*7]), 
							.mcost1(metrics[{i[0]^i[1]^i[2]^i[3]^1'b1,i[0]^i[2]^i[3]^i[5]^1'b1}*2+1:{i[0]^i[1]^i[2]^i[3]^1'b1,i[0]^i[2]^i[3]^i[5]^1'b1}*2]), 
							.mcost0(metrics[{i[0]^i[1]^i[2]^i[3]^1'b1,i[0]^i[2]^i[3]^i[5]^1'b0}*2+1:{i[0]^i[1]^i[2]^i[3]^1'b1,i[0]^i[2]^i[3]^i[5]^1'b0}*2]), 
							.cost(tempCost[i*7+6:i*7]), 
							.decision(decisions[i])
						);
					end
			endgenerate
endmodule
`timescale 1ns / 1ps
module pathMemory(input [63:0]decisions,
						input clk,
						input memRst,
						input we,
						input re,
						output reg [63:0]memOut,
						output reg ready
    );
	 reg [63:0]pathMem[0:31];
	 reg [4:0] counter;
	 always @(posedge clk)
		begin
			if (memRst)
				begin
					if (we)
						begin
							pathMem[counter] = decisions;
							counter = counter + 1'b1;
						end
					if (re)
						begin
							memOut = pathMem[counter];
							if (counter != 5'd0)
								counter = counter - 1'b1;
							else
								counter = 5'd0;
						end
					if (&counter == 1'b1)
						ready = 1'b1;
				end
			else
				begin
					counter = 5'd0;
					ready = 1'b0;
				end
		end
endmodule
`timescale 1ns / 1ps
module restoreBits(input [63:0] decisions,
						 input clk,
						 input [5:0]minCost,
						 input dataReady,
						 output reg[31:0] bitOut,
						 output reg done
    );
	 reg [4:0] counter;
	 reg [5:0] state;
	 reg stateBit;
	 always @(posedge clk)
		begin
			if (dataReady)
				begin
					stateBit = decisions[state];
					bitOut[counter] = state[0];
					state = state>>1'b1;
					state[5] = stateBit;
					if (counter == 5'd0)
						done = 1'b1;
					counter = counter - 1'b1;
				end
			else
				begin
					done = 1'b0;	
					state = minCost;
					counter = 5'b11111;
				end
		end	
endmodule
`timescale 1ns / 1ps
module serialToVector( input bitIn,
							  input clk,
							  input reset,
							  input [3:0]rate,
							  output reg [1:0]vecOut,
							  output reg done
    );
	reg [1:0] counter;
	reg m;
	always @(posedge clk)
	begin
		if (reset)
		begin
			counter <= 0;
			done = 0;
		end
		else
			begin
				case (counter)
					2'b00 : begin
									m = bitIn;
									done = 0;
									counter <= 2'b01;
							  end
					2'b01 : begin
									vecOut = {bitIn, m};
									done = 1'b1;
									counter <= 2'b10;
							  end
					2'b10 : begin
									if ( rate == 4'b1001)
									begin
										vecOut = {1'b0, bitIn};
										done = 1'b1;
										counter <= 2'b00;
									end
									else
									begin
										m = bitIn;
										done = 0;
										counter <= 2'b11;
									end
							  end
					2'b11 : begin
									vecOut = {bitIn, m};
									done = 1'b1;
									counter <= 2'b00;
							  end
				endcase 
			end
	end
endmodule
`timescale 1ns / 1ps
module stateDecider(input [6:0]cost1,
						  input [6:0]cost0,
						  input [1:0]mcost1,
						  input [1:0]mcost0,
						  output [6:0] cost,
						  output decision
    );
	 wire [6:0] sum1, sum0;
	 assign sum1 = cost1 + mcost1;
	 assign sum0 = cost0 + mcost0;
	 assign decision = sum0 > sum1 ? 1'b0 : 1'b1;
	 assign cost = decision ? sum1 : sum0;
endmodule
`timescale 1ns / 1ps
module viterDecode(input bitIn,
						 inout clk,
						 input reset,
						 input [3:0]rate,
						 output [31:0]bitsOut,
						 output reg done,
						 output reg ready
    );
	 wire [1:0] vecOut;
     wire SVdone, BMdone, PDdone, MCdone, RBdone, memReady;
	  reg SVrst, memRst, PDrst;
	  reg re;
     wire [7:0] metrics;
     wire [63:0]decisions, memOut;
     wire [447:0]costs;
     wire [5:0]index;
	 reg [5:0] counter;
	 always @(posedge clk)
		begin
			if (reset)
				begin
                    SVrst = 1'b1;
                    memRst = 1'b1;
                    PDrst = 1'b1;
                    if (counter < 6'b100000)
                        ready = 1'b1;
                    else
                        ready = 1'b0;
                    if (SVdone == 1'b1)
                        counter <= counter + 1'b1;
                    else
                        counter <= counter;
                    if (MCdone == 1'b1)
                            re = 1'b1;
                    else 
                            re = 1'b0;
                    if (RBdone == 1'b1)
                        begin
                            done = 1'b1;
                        end
                    else
                        done = 1'b0;
				end
			else
				begin
					counter <= 6'd0;
					done = 1'b0;
					ready = 1'b0;
                    SVrst = 1'b0;
                    memRst = 1'b0;
                    PDrst = 1'b0;
				end
		end
	 serialToVector SV (
    .bitIn(bitIn), 
    .clk(clk), 
    .reset(SVrst), 
    .rate(rate), 				 
    .vecOut(vecOut),        
    .done(SVdone)
    );
	 branchMetric BM (
    .vecBits(vecOut), 		 
    .clk(clk), 
    .dataReady(SVdone), 
    .rate(rate), 				 
    .metrics(metrics), 		 
    .done(BMdone)
    );
	 pathDecider PD (
    .metrics(metrics), 		 
    .clk(clk), 
    .reset(PDrst), 
    .dataReady(BMdone), 
    .decisions(decisions),  
    .costs(costs), 			 
    .done(PDdone)
    );
	 pathMemory PM (
    .decisions(decisions),  
    .clk(clk), 
    .memRst(memRst), 
    .we(PDdone), 
    .re(re), 
    .memOut(memOut),         
	 .ready(memReady)
    );
	 minCost MC (
    .costs(costs), 			 
    .clk(clk), 
    .dataReady(memReady), 
    .index(index), 			 
    .done(MCdone)
    );
	 restoreBits RB (
    .decisions(memOut),  
    .clk(clk), 
    .minCost(index), 		 
    .dataReady(MCdone), 
    .bitOut(bitsOut), 		 
    .done(RBdone)
    );
endmodule 
==> run summary <==
Physical implementation status

The run finished with clean final reports. The floorplan die width stands at ~650 um. The total area inside the core boundary comes to 416000 um^2. For the finished layout, the period the worst path requires is about 36000 ps. Per the post-route antenna check, the number of violating nets is 0. In this run the maximum-capacitance check reported violations numbering 0.

The largest incremental delay on the critical path stands at ~500 ps. Yosys printed 8 warnings. The via count of the first global-routing pass stands at around 130k. Each instance of the synthesized netlist takes up on average roughly 9.5 um^2.

The total iterations of the first detailed-routing run stands at 6. STA classifies the critical path endpoint as an output port. Relative to the synthesized area, the layout overhead comes to 9.76%. TritonRoute reported its final design rule violation total as 0. The met1 demand-to-capacity share in global routing stands at around two fifths. The clock skew after layout stands at 111 ps. Looking at the max-slew report, the worst-margin pin has a slew of 1020 ps. The first-pass GRT wire length stands at 865 mm. The number of flops mapped to enable cells by yosys stands at ~2.2k.

Setup slack on the worst reg-to-reg path comes out at roughly 160000 ps. Global route summary, busiest routing layer listed as met2. In the final routed layout, each cell accounts on average for 26.0 um. For the worst reg-to-reg path, the startpoint reported by OpenROAD is PD.pathCost[197]. According to the timing report, the arrival time at the worst endpoint equals roughly 1800 ps. The floorplan has 237 rows. The number of endpoints with negative hold slack in the final report stands at 0. The met3 demand-to-capacity share in global routing stands at between 10% and 20%. The critical path endpoint has a required time of ~140000 ps.

The floorplan core density stands at approximately two fifths. Synthesis instantiated slightly below 90 different standard cells from the library. Per the repair_timing log after CTS, setup buffers inserted total 0. The worst register-to-register path ends at RB.state[0]. After synthesis, the chip area reported by Yosys is ~170000 um^2. The instance tally after logic synthesis stands at ~18k. After detailed placement, the total cell area comes to about 170000 um^2.

For this design, Yosys synthesis ends with a cell count of between 15k and 20k. The via count stands at 135k. Global routing consumed, on the met2 layer, a little over two fifths of the routing resources. In the final layout, the share of cells above drive strength 1 is 7.24%. The type recorded for the worst min-delay path is flip-flop to flip-flop. Looking at the cell usage after synthesis, the top flip-flop cell is sky130_fd_sc_hd__edfxtp_1. The quantity of gates resized following cts stands at 0. The number of antenna violations at the first check in global routing came to 24.

The launch point of the critical path was reported as RB.bitOut[0]. Counting flops with an async set or reset pin after synthesis yields a share of 0%. By startpoint and endpoint, the worst setup path is classified as flip-flop to output port. The final weighted congestion recorded by global placement is 0.988. Per the slew report, the remaining headroom to the max-slew limit stands at a little under a third. Per the CTS log, the root buffer master is sky130_fd_sc_hd__clkbuf_16.

The length in cells of the worst reg-to-reg path stands at between 50 and 60. Sequential cells were found to cover ~44% of the synthesized design area. STA classifies the critical path startpoint as a flip-flop. The buffers plus inverters on the worst setup path stands at 1. The via density per instance stands at 5.91. The die outline height stands at approximately 650 um. The path with the worst hold slack has its endpoint at ready.

The number of storage elements in the synthesis netlist stands at ~2.6k. Looking at the worst setup and hold paths, the clock pins of their registers show a slew of around 60 ps. The latest clock arrival within the worst-skew pair stands at approximately 980 ps. Total global-route track usage over all layers is between 20% and 30%. The synthesized netlist occupies a cell area of ~170000 um^2. Global routing finished with a remaining overflow of 0.

The design area stands at 184000 um^2. The number of buffers added on ports stands at 40. TritonCTS built the clock tree. The pin count of the biggest net entering global routing stands at between 100 and 150. Per the timing report, the biggest fanout along the worst path comes to 2. The chip occupies 421000 um^2. The post-cts hold buffer count stands at 0. The report gives the cell count of the worst hold path as 1. Per the STA report, the cell with the highest stage delay on the worst path is sky130_fd_sc_hd__clkdlybuf4s50_1. The peak ir drop on the vdd network stands at between 50 and 60 uV. According to the I/O placement log, the pin count is around 41.

Clock tree synthesis inserted a total of ~310 buffers. Power spread over the standard cell area amounts to between 10 and 15 nW/um^2. Counting pins that exceed their max-slew limit in the final report gives 0. The clock net in this run drives a total of approximately 2.6k sinks. The leakage power in the latest report is between 0.06 and 0.07 uW. The final wirelength stands at ~590 mm. The logs give a warning total of around 50. The number of endpoints failing setup at the final stage stands at 0.

The period utilization stands at a little over a fifth. In this design, the largest share of critical-path delay is due to buffers and inverters. The number of unconstrained endpoints stands at 1. The signal on the critical path passes through clkdlybuf4s50_1. The timing-limited maximum frequency stands at about 28 MHz. The maximum clock path buffer count stands at 4. The number of H-tree levels stands at 5. The violation tally from detailed-route iteration zero stands at ~10k. Setup repair after global routing left no endpoint under its margin. The final HPWL from detailed placement stands at roughly 410 mm. The startpoint identified for the worst hold timing path is counter[5]. The number of cells in the design after placement stands at roughly 22k.

The accumulated negative setup slack stands at 0 ps. The finished layout holds approximately 23k standard cells, fillers aside. The filler cells instantiated in the layout total ~39k.
-- where the power goes --
group	leakage, uW	internal [uW]	switching, uW
clock	0.00483	374	281
combinational	0.0389	367	785
sequential	0.0247	817	37.4
total	0.0684	1560	1100
-- per-layer routing --
metal	part of all wire [%]	up-vias
met5	0.081	-
met4	5.1	28
met3	12	1220
met2	43	5325
met1	39	64119
li1	-	63838
-- worst reg2reg max path: cells and delay by family, from the launching register on --
kind / cells / cell delay [ps]
DFF: 1 / 660
buffers and inverters: 6 / 1060
adders and majority gates: 6 / 1680
muxes: 4 / 1760
AOI/OAI and AO/OA: 26 / 5450
and+or+nand+nor: 10 / 2240
-- how the worst max path moves through the flow --
stage             end  slack (ps)  depth (start not counted)
5_1_grt    bitsOut[5]      136150                          1
4_1_cts   bitsOut[15]      136140                          1
6_report   bitsOut[0]      136200                          1
-- final cells by class --
class | count | area [um^2] | area share, %
Inverter | 625 | 2350 | 1.28
Tap cell | 5497 | 6880 | 3.75
Clock inverter | 156 | 1570 | 0.853
Sequential cell | 2639 | 74400 | 40.5
Antenna cell | 13 | 32.5 | 0.0177
Clock buffer | 400 | 8320 | 4.53
Multi-Input combinational cell | 12925 | 85800 | 46.7
Timing Repair Buffer | 526 | 4240 | 2.31
-- synthesized netlist by cell type (all sizes together) (29+ instances only) --
cell / number / area [um^2]
and2: 97 / 607
a2111oi: 220 / 1930
edfxtp: 2154 / 64700
o32ai: 52 / 455
nand3: 502 / 2510
dfxtp: 485 / 9710
xnor2: 460 / 4030
nand4: 265 / 1660
o31a: 31 / 272
buf: 254 / 1130
and4: 55 / 482
inv: 621 / 2330
a221oi: 156 / 1370
o211ai: 77 / 578
clkbuf: 1178 / 4420
mux2: 122 / 1370
and3: 61 / 382
fa: 128 / 2560
a221o: 29 / 290
nand3b: 51 / 383
nor2b: 155 / 970
o21ai: 1150 / 5760
nand2b: 31 / 194
a21boi: 38 / 285
ha: 1163 / 14600
o21a: 56 / 420
o31ai: 78 / 586
o32a: 64 / 641
a22oi: 246 / 1850
a21o: 87 / 653
a21oi: 1727 / 8640
nand2: 1471 / 5520
nor3: 96 / 480
a211oi: 729 / 5480
xor2: 195 / 1710
a311oi: 105 / 920
mux2i: 639 / 6400
nor2: 2360 / 8860
-- through the flow --
| step | hold slack (ps) | utilization (%) | power [uW] | setup WS, ps |
|---|---|---|---|---|
| after floorplan | 401 | - | 1650 | 123720 |
| after global placement | 425 | 41.7 | 1980 | 136080 |
| after detailed placement | 442 | 41.7 | 1990 | 136160 |
| after CTS | 450 | 44.1 | 2650 | 136140 |
| after global routing | 486 | 44.1 | 2800 | 136150 |
| final | 442 | 44.1 | 2660 | 136200 |
-- sequential cells by signal (all words and copies together) (netlist names), 2 cells and up --
register / flops
PM.memOut: 64
counter: 6
BM.metrics: 5
PM.counter: 5
RB.state: 6
RB.counter: 5
SV.counter: 4
PD.pathCost: 448
MC.counter: 3
RB.bitOut: 32
PM.pathMem: 2048
SV.vecOut: 2
-- cell usage in the layout, fill, tap and decap left out, types with 265 or more instances in the layout --
master / netlist / final
sky130_fd_sc_hd__dfxtp_1: 485 / 480
sky130_fd_sc_hd__edfxtp_1: 2154 / 2154
sky130_fd_sc_hd__o21ai_0: 1107 / 1106
sky130_fd_sc_hd__nand3_1: 502 / 484
sky130_fd_sc_hd__xnor2_1: 460 / 460
sky130_fd_sc_hd__ha_1: 1163 / 1163
sky130_fd_sc_hd__nand4_1: 265 / 265
sky130_fd_sc_hd__a211oi_1: 728 / 727
sky130_fd_sc_hd__nand2_1: 1471 / 1466
sky130_fd_sc_hd__buf_4: 4 / 471
sky130_fd_sc_hd__a21oi_1: 1727 / 1726
sky130_fd_sc_hd__clkbuf_16: 0 / 313
sky130_fd_sc_hd__mux2i_1: 639 / 639
sky130_fd_sc_hd__nor2_1: 2359 / 2313
sky130_fd_sc_hd__inv_1: 621 / 621
-- logic make-up (layout without fill, tap and decap cells) --
logic type	count (synthesis)	count (layout)	synth area share [%]
flops	2639	2639	44.5
simple gates	5238	5238	13.6
other cells	0	13	0
mux	782	782	4.93
fa+ha+maj	1291	1291	10.2
buf+inv	2057	1707	4.73
compound gates	4959	4959	18.6
xor+xnor	655	655	3.43
Power figures rest on the tool's default switching activity, not on a simulated workload.
