==> design/flow/design.v <==
`timescale 1ns / 1ps
module descrambler(
    input clk,
    input reset,
    input data_in,
    output reg data_out
    );
	 reg state;
	 reg [6:0]x;
	 reg [2:0]counter;
	 reg temp;
	 always @(posedge clk)
	 begin
			if (reset)
				begin
					counter <= 4'd0;
					x <= 7'd0;
					state <= 1'b1;
				end
			else
				begin
					if (state)
						begin
							if (counter == 3'b110)
								begin
									x[counter] <= data_in;
									counter <= 0;
									state <= 1'b0;
								end
							else
								begin
									x[counter] <= data_in;
									counter <= counter + 1'b1;
								end
						end
					else
						begin
							temp = x[6]^x[3];
							data_out = x[0]^data_in;
							x<= x<<1;
							x[0] <= temp;
						end
				end
	 end
endmodule
==> design/flow/run.sh <==
#!/bin/bash
# OpenROAD 26Q1-2900-gdf79404cd8, Yosys 0.63+post, stock flow scripts
make -C /OpenROAD-flow-scripts/flow DESIGN_CONFIG=/design/flow/config.mk WORK_HOME=/design/flow/orfs finish
==> design/flow/config.mk <==
export PLATFORM = sky130hd
export DESIGN_NAME = descrambler
export DESIGN_NICKNAME = descrambler
export VERILOG_FILES = /design/flow/design.v
export SDC_FILE = /design/flow/constraint.sdc
export NUM_CORES = 4
export LEC_CHECK = 1
export CORE_AREA = 10 10 74 74
export DIE_AREA = 0 0 84 84
==> design/flow/constraint.sdc <==
current_design descrambler

set clk_period 1.8
set clk_io_pct 0.2

create_clock -name clk0 -period $clk_period [get_ports {clk}]

set non_clock_inputs [all_inputs -no_clocks]
set_input_delay [expr $clk_period * $clk_io_pct] -clock clk0 $non_clock_inputs
set_output_delay [expr $clk_period * $clk_io_pct] -clock clk0 [all_outputs]
==> CHANGELOG.md <==
### Implementation results

- Outcome: complete, no violations
- Layout Cells excl Fill: 145
- Via count of the first global-routing pass: 672
- Yosys cell count: 89
- First-pass GRT wire length: 2880 um
- RSZ-0062 raised after global routing: no
- Slew @ Worst Pin: 0.355 ns
- Worst path top cell family by delay: simple AND/OR/NAND/NOR gates
- Row count: 23
- Overflow after GRT: 0
- Slowest CP cell: or4b_1
- Port-buffer cells: 3
- Initial detailed-routing violation count: 69
- DR vias/cell: 4.59
- FF+latch count, synth: 12
- Design internal power: 0.518 mW
- H-tree depth: 1
- Post-cts resize count: 0
- CTS tree: built
- Worst Hold End: x[3]
- Synthesized area: 747 um2
- Reg2Reg Depth: 5
- Synth warnings: 1
- Share of layout cells above drive strength 1: 10.5%
- Beginning of the worst register-to-register path: counter[0]
- CP bufs+invs: 1
- Floorplan utilization: 18.8%
- Synth cell types: 31
- F_max: 595 MHz
- Setup_tns: 0 ns
- Area reported by Yosys stat: 747 um2
- Cells after synthesis: 89
- Die area: 7060 um2
- Hold path startpoint: x[2]
- Max-slew headroom: 76.3%
- Routability cong.: 0.898
- # DRC: 0
- Final hold viol count: 0
- Die W: 84 um
- Ports: 4
- DP Worst Slack: 0.137 ns
- Late-Pin Clk Latency: 0.24 ns
- WS Path Type: reg2reg
- DRT Pass-1 Iters: 5
- Total Routing Usage GR: 4.60%
- Critical R2R Capture: x[4]
- Max cap viols: 0
- Most frequent logic cell in the layout: dfxtp_1
- Cycle use final: 93.3%
- Vias post-DR: 665
- Hold depth: 2
- Switching component of the power: 0.209 mW
- Critical path endpoint category: flop
- Switching Fraction: 28.7%
- Root buffer cell: clkbuf_8
- Comb pwr share: 23.5%
- Crit path DRT: 1.91 ns
- Most frequent cells in the layout: 11 x dfxtp_1, 7 x o21ai_0, 7 x nand2_1, 7 x a21oi_1, 6 x buf_4
- CTS Buffer Depth: 2
- Seq share, synth: 33.5%
- Core Area: 3970 um2
- PwrDens: 822 nW/um2
- Sequential Power Share: 41.7%
- Largest stage delay on the critical path: 0.53 ns
- Setup Skew: 0.000247 ns
- Antenna cells: 0
- Final setup viols: 0
- Die height: 84 um
- Ys flop type: dfxtp_1
- Post CTS Setup Buffer Count: 0
- Number of enable flip-flop cells: 1
- Hold bufs inserted after CTS: 0
- Clock share of power: 34.8%
- WP depth: 5
- CP Max Fanout: 7
- Final HPWL DP: 1160 um
- Post-synth ARST share: 0%
- Post-route minimum period: 1.68 ns
- WP data arrival: 1.79 ns
- Reg2Reg Setup Slack: 0.12 ns
- Final Max Tran Viols: 0
- WL final: 1650 um
- Final ANT Viol Nets: 0
- Final WS setup: 0.120 ns
- Worst vdd ir: 0.497 mV
- Syn avg cell area: 8.39 um2
- Leak pwr: 0.321 nW
- Log Warnings: 28
- Drt wl/cell: 11.4 um
- Startpoint types: flop
- CTS buffer count: 3
- Initial antenna violation count: 0
- Largest net degree at the start of global routing: 15
- Clk slew on worst S/H paths: 0.05 ns
- Layout area overhead: 18.4%
- Hold crit path type: reg2reg
- Critical-path cell list: inv_1 > ha_1 > or4b_1 > a21oi_1 > nor4_1
- DP Cell Count: 141
- Clock Sink Count: 12
synth_stat cells, drive strengths merged (3+ instances only):
library cell	n	share of area [%]
inv	5	2.5
dfxtp	11	29
nor2	5	2.5
buf	5	5.0
a21oi	7	4.7
xor2	3	3.5
nand2b	5	4.2
ha	4	6.7
nand2	7	3.5
o21ai	7	4.7
a311oi	3	3.5
worst max path at each step:
stage | start | endpoint
CTS | counter[0] | x[4]
global route | counter[1] | x[3]
finish | counter[0] | x[4]
kinds of logic after synthesis:
| group | count (synthesis) | synth area share [%] |
|---|---|---|
| xor+xnor | 4 | 4.69 |
| buf+inv | 12 | 8.54 |
| simple gates | 33 | 26.5 |
| flops | 12 | 33.5 |
| fa+ha+maj | 4 | 6.70 |
| compound gates | 24 | 20.1 |
worst min-delay path, delay by kind of cell (launching register included):
kind / cells / cell delay, ns
flops: 1 / 0.31
simple gates: 1 / 0.08
compound gates: 1 / 0.06
area by class of cell:
cell class	count	area, um2
clock buffers	4	45.0
fillers	431	3090
inverters	5	18.8
multi-input cells	65	433
flip-flops and latches	12	250
well taps	50	62.6
repair buffers	9	75.1
sequential cells by signal, indices dropped and copies added, names as in the netlist:
name	count
x	7
counter	3
data_out	1
state	1
layer usage:
layer | wire length [um] | global-route usage (%) | share of wire [%] | vias up
li1 | - | - | - | 333
met5 | 0 | 0 | 0 | -
met4 | 27 | 1.07 | 1.6 | 0
met2 | 773 | 7.25 | 47 | 14
met3 | 74 | 1.38 | 4.5 | 4
met1 | 772 | 5.99 | 47 | 314
power by group through the flow:
stage	clock network [mW]	registers (mW)	logic, mW
after CTS	0.259	0.303	0.168
after global routing	0.272	0.305	0.191
final	0.253	0.303	0.171
per-stage QoR:
stage	area (um2)	util, %	hold slack [ns]	power [mW]
floorplan	747	-	0.457	0.429
global placement	840	21.1	0.475	0.471
detailed placement	840	21.1	0.476	0.474
CTS	885	22.3	0.502	0.729
global route	885	22.3	0.537	0.768
finish	885	22.3	0.504	0.727
Power is estimated from default activity; no workload was simulated.
